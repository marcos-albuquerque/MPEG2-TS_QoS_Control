### design/flow/run.sh
#!/bin/bash
# OpenROAD 26Q1-2900-gdf79404cd8, Yosys 0.63+post, stock flow scripts
make -C /OpenROAD-flow-scripts/flow DESIGN_CONFIG=/design/flow/config.mk WORK_HOME=/design/flow/orfs finish
### design/flow/config.mk
export PLATFORM = sky130hd
export DESIGN_NAME = main_control
export DESIGN_NICKNAME = main_control
export VERILOG_FILES = /design/flow/design.v
export SDC_FILE = /design/flow/constraint.sdc
export NUM_CORES = 4
export LEC_CHECK = 1
export CORE_UTILIZATION = 40
### design/flow/constraint.sdc
current_design main_control

set clk_period 11.3
set clk_io_pct 0.2

create_clock -name clk0 -period $clk_period [get_ports {clk}]

set non_clock_inputs [all_inputs -no_clocks]
set_input_delay [expr $clk_period * $clk_io_pct] -clock clk0 $non_clock_inputs
set_output_delay [expr $clk_period * $clk_io_pct] -clock clk0 [all_outputs]
### design/flow/design.v
module main_control(
    input         clk,
    input         rstn,
    input  [31:0] err_count,
    input  [3:0]  sync,
    input         mm_write_en,
    input         mm_read_en,
    input  [7:0]  mm_addr,
    input  [31:0] mm_wdata,
    output [31:0] mm_rdata,
    output [1:0]  mux_control,
    output        en_reset_counter
);
    localparam IDLE        = 2'd0;
    localparam CONFIG_MODE = 2'd1;
    localparam AUTO_MODE   = 2'd2;
    localparam MANUAL_MODE = 2'd3;
    localparam CHANNEL1    = 2'd0;
    localparam CHANNEL2    = 2'd1;
    localparam CHANNEL3    = 2'd2;
    localparam CHANNEL4    = 2'd3;
    wire        fallback_enable;
    wire        manual_enable;
    wire [1:0]  manual_channel;
    wire [7:0]  channel_priority;
    wire [19:0] reset_timer;
    reg  [1:0]  active_channel;
    reg [19:0] intern_counter;
    reg [3:0]  signal_present_ctrl;
    reg        reset_packet_loss_counter;
    reg        mm_write_en_fall_detection;
    assign mux_control        = active_channel;
    assign en_reset_counter   = reset_packet_loss_counter;
    memory_mapped mm_mapped (
        .clk        (clk),
        .rstn       (rstn),
        .mm_write_en(mm_write_en),
        .mm_read_en (mm_read_en),
        .mm_addr    (mm_addr),
        .mm_wdata   (mm_wdata),
        .mm_rdata   (mm_rdata),
        .fallback_enable (fallback_enable),
        .manual_enable   (manual_enable),
        .manual_channel  (manual_channel),
        .channel_priority(channel_priority),
        .reset_timer     (reset_timer),
        .active_channel (active_channel),
        .signal_present (signal_present_ctrl),
        .error_count_ch0(err_count[7:0]),
        .error_count_ch1(err_count[15:8]),
        .error_count_ch2(err_count[23:16]),
        .error_count_ch3(err_count[31:24])
    );
    always @(posedge clk or negedge rstn) begin : INTERN_COUNTER_LOGIC
        if(!rstn) begin
            intern_counter    <= 20'd0;
        end 
        else begin 
            if      (intern_counter == reset_timer) intern_counter <= 20'd0;  
            else if (mm_write_en == 1'b1)           intern_counter <= 20'd0;  
            else                                    intern_counter <= intern_counter + 1;
        end
    end
    always @(*) begin : CHANNEL_SIGNAL_LOGIC
        if(!rstn) begin
            signal_present_ctrl     <= 4'b0000;
        end
        else begin
            if (reset_packet_loss_counter)           
                signal_present_ctrl <= 4'b0000;
            else begin                               
                if(sync[0]) signal_present_ctrl[0] <= 1'b1;
                if(sync[1]) signal_present_ctrl[1] <= 1'b1;
                if(sync[2]) signal_present_ctrl[2] <= 1'b1;
                if(sync[3]) signal_present_ctrl[3] <= 1'b1;
            end
        end
    end
    always @(posedge clk or negedge rstn) begin : MAIN_ALWAYS
        if(!rstn) begin
            active_channel             <= CHANNEL1;
            reset_packet_loss_counter  <= 1'b0;
            mm_write_en_fall_detection <= 1'b0;
        end
        else 
            if(mm_write_en) begin
                reset_packet_loss_counter <= 1'b1;
                mm_write_en_fall_detection <= mm_write_en;
            end
            else begin
                if (manual_enable) active_channel <= manual_channel;         
                else begin
                    if (mm_write_en_fall_detection != mm_write_en) begin     
                        active_channel              <= channel_priority[1:0];
                        mm_write_en_fall_detection  <= mm_write_en;
                        reset_packet_loss_counter   <= 1'b0;
                    end
                    else begin                                               
                        reset_packet_loss_counter <= 1'b0;
                        if (intern_counter > reset_timer-1) begin
                            active_channel            <= select_new_channel(fallback_enable,channel_priority,err_count,signal_present_ctrl);
                            reset_packet_loss_counter <= 1'b1;
                        end
                    end
                end
            end
    end
    function [1:0] select_new_channel(
        input        fallback_enable,
        input [7:0]  channel_priority,
        input [31:0] err_count,
        input [3:0]  signal_present_ctrl
        );
        reg [1:0] partial_result [0:1];
        begin
            if(!valid_decode(channel_priority[7:6],signal_present_ctrl))
                partial_result[0] = channel_priority[5:4];
            else
                if(!valid_decode(channel_priority[5:4],signal_present_ctrl))
                    partial_result[0] = channel_priority[7:6];
                else begin
                    if(fallback_enable)   
                        partial_result[0] = (priority_decode(channel_priority[7:6],err_count) <  priority_decode(channel_priority[5:4],err_count)) ? channel_priority[7:6]: channel_priority[5:4];
                    else                  
                        partial_result[0] = (priority_decode(channel_priority[7:6],err_count) <= priority_decode(channel_priority[5:4],err_count)) ? channel_priority[7:6]: channel_priority[5:4];
                end
            if(!valid_decode(channel_priority[3:2],signal_present_ctrl))
                    partial_result[1] = channel_priority[1:0];
            else
                if(!valid_decode(channel_priority[1:0],signal_present_ctrl))
                        partial_result[1] = channel_priority[3:2];
                else begin
                    if(fallback_enable)   
                        partial_result[1] = (priority_decode(channel_priority[3:2],err_count) <  priority_decode(channel_priority[1:0],err_count)) ? channel_priority[3:2]: channel_priority[1:0];
                    else                  
                        partial_result[1] = (priority_decode(channel_priority[3:2],err_count) <= priority_decode(channel_priority[1:0],err_count)) ? channel_priority[3:2]: channel_priority[1:0];
                end
            if(!valid_decode(partial_result[0],signal_present_ctrl))
                    select_new_channel = partial_result[1];
            else
                if(!valid_decode(partial_result[1],signal_present_ctrl))
                    select_new_channel = partial_result[0];
                else begin
                    if(fallback_enable)   
                        select_new_channel = (priority_decode(partial_result[0],err_count) <  priority_decode(partial_result[1],err_count)) ? partial_result[0] : partial_result[1];
                    else                  
                        select_new_channel = (priority_decode(partial_result[0],err_count) <= priority_decode(partial_result[1],err_count)) ? partial_result[0] : partial_result[1];
                end
        end
    endfunction
    function [7:0] priority_decode(
        input [1:0]  var_decode,
        input [31:0] err_count
    );
        begin
            case(var_decode)
                CHANNEL1 : priority_decode = err_count[7:0];
                CHANNEL2 : priority_decode = err_count[15:8];
                CHANNEL3 : priority_decode = err_count[23:16];
                CHANNEL4 : priority_decode = err_count[31:24];
                default   : priority_decode = 8'd0;
            endcase
        end
    endfunction
    function valid_decode(
        input [1:0] var_decode,
        input [3:0] signal_present_ctrl
    );
        begin
            case(var_decode)
                CHANNEL1 : valid_decode = signal_present_ctrl[0];
                CHANNEL2 : valid_decode = signal_present_ctrl[1];
                CHANNEL3 : valid_decode = signal_present_ctrl[2];
                CHANNEL4 : valid_decode = signal_present_ctrl[3];
                default   : valid_decode = 1'b0;
            endcase
        end
    endfunction
endmodule
module memory_mapped (
    input              clk,
    input              rstn,
    input              mm_write_en,
    input              mm_read_en,
    input       [7:0]  mm_addr,
    input       [31:0] mm_wdata,
    output reg  [31:0] mm_rdata,
    output             fallback_enable,
    output             manual_enable,
    output      [1:0]  manual_channel,
    output      [7:0]  channel_priority,
    output      [19:0] reset_timer,   
    input       [1:0]  active_channel,
    input       [3:0]  signal_present,
    input       [7:0]  error_count_ch0,
    input       [7:0]  error_count_ch1,
    input       [7:0]  error_count_ch2,
    input       [7:0]  error_count_ch3
);
    reg [31:0] mm_reg [0:2];
    assign fallback_enable       = mm_reg[0][0];
    assign manual_enable         = mm_reg[0][1];
    assign manual_channel        = mm_reg[0][3:2];
    assign channel_priority      = mm_reg[0][11:4];
    assign reset_timer           = mm_reg[0][31:12];
    always @(posedge clk or negedge rstn) begin
        if (!rstn) begin
            mm_reg[0][0] <= 0;
            mm_reg[0][1] <= 0;
            mm_reg[0][3:2] <= 2'b00;
            mm_reg[0][11:4] <= 8'b11100100;
            mm_reg[0][31:12] <= 0;
            mm_reg[1] <= 0;
            mm_reg[2] <= 0;
        end else begin
            mm_reg[1] <= {26'd0, signal_present, active_channel};
            mm_reg[2] <= {error_count_ch3, error_count_ch2, error_count_ch1, error_count_ch0};
            if (mm_write_en)
                if      (mm_addr  == 8'h00) begin
                    mm_reg[0]    <= mm_wdata;
                end
            if (mm_read_en)
                if      (mm_addr  == 8'h00) mm_rdata  <= mm_reg[0];
                else if (mm_addr  == 8'h01) mm_rdata  <= mm_reg[1];
                else if (mm_addr  == 8'h02) mm_rdata  <= mm_reg[2];
        end
    end
endmodule
==> run summary <==
outcome - complete, no violations
Final WS setup - 4.322 ns
CP Launch Point - err_count[7]
Hold Crit Class - flop to flop
Post-Route Setup TNS - 0 ns
worst skew pair latency - 0.42 ns
PwrDens - 131.0 mW/mm^2
Root Buffer - clkbuf_16
setup violators final - 0
initial DRC count - 351
routed via count - 6081
WP data arrival - 7.26 ns
DRT Wirelength - 22.25 mm
final core utilization - 0.5167
slew margin rel. - 0.5123
Routed Antenna Nets - 0
Synthesis Warnings - 4
post_cts resized - 0
ys cells - 740
largest net degree at the start of global routing - 56
width of the die - 144.0 um
r2r startpoint - mm_mapped.mm_reg[0][11]$_DFFE_PN1P_
worst vdd ir - 0.09694 mV
Setup crit start kind - input pin
ys flops - 130
Yosys Chip Area - 0.008069 sq mm
final max-slew violation count - 0
Avg Cell Area, Syn - 10.90 sq um
fmax - 143.3 MHz
port bufs - 114
# H-tree levels - 4
dpl hpwl - 16.02 mm
register pins left without a clock - 4
Post-synth EDFFs - 32
Max clock buf depth - 2
maxcap violations - 0
drt wl/cell - 19.80 um
Rows - 51
Place WS - 3.930 ns
global-route wire length before repair - 35.07 mm
peak fanout along the critical path - 16
cycle use final - 0.6175
FFs w/ async S/R, synth - 0.7231
Pre-antenna DRT Iters - 5
global route overflow - 0
initial antenna violation count - 0
Worst Skew - 0.01057 ns
met2 usage in global routing - 0.3598
Num CTS Buffers - 17
area growth from synthesis to layout - 25.45%
die height - 144.0 um
DRC viols - 0
core footprint - 0.01959 sq mm
crit path DRT - 11.58 ns
via/cell ratio - 5.410
final hold vios - 0
gpl congestion - 0.9294
tool warnings - 25
min-delay src - mm_mapped.mm_reg[2][30]$_DFF_PN0_
Reg2Reg Depth - 21
Static Leak - 4.309 nW
post-route cell area - 0.01012 sq mm
Netlist cell types - 57
FP Core Util - 0.4119
Clk pin slew, worst setup/hold paths - 0.06 ns
number of global-route vias before repair - 6100
worst slew pin tran - 0.7316 ns
Ports - 115
max FFs per register - 70
Post-Syn Area - 0.008069 sq mm
CTS Hold Bufs - 0
layout cell share with drive strength beyond 1 - 0.1653
Setup Crit Path Kind - input pin to flop
diode count - 0
met1 Use GR - 0.3654
CTS tree - yes
dpl cell area - 0.009503 sq mm
met3 usage - 0.07316
worst hold path depth - 2
GR Util All Layers - 0.2383
crit path capture type - flop
dominant register cell - dfrtp_1
gr busiest metal - met1
RSZ-0062 raised after global routing - false
setup repair bufs after CTS - 0
number of unconstrained endpoints - 8
Tmin final - 6.978 ns
die area - 0.02074 sq mm
Cells after Synth - 740
-- Yosys cell counts (all sizes together) (2+ instances only) --
cell / n / area, sq um
o31a: 3 / 27.53
a21o: 9 / 67.56
ha: 47 / 588.1
dlxtn: 4 / 60.06
xnor2: 33 / 289.0
buf: 7 / 35.03
a311oi: 2 / 23.77
or2: 2 / 12.52
nor2: 49 / 183.9
nand2b: 4 / 25.02
inv: 32 / 120.1
o21bai: 2 / 15.01
clkbuf: 33 / 123.9
nand2: 89 / 334.1
mux2: 45 / 510.5
o22ai: 2 / 12.51
dfstp: 4 / 105.1
nand3: 10 / 50.05
nand3b: 26 / 195.2
nand4: 15 / 93.84
o21ai: 33 / 165.2
mux4: 36 / 810.8
o31ai: 6 / 58.81
and3: 8 / 50.05
nor3: 10 / 50.05
mux2i: 27 / 270.3
or3: 3 / 28.78
nor4: 5 / 31.28
edfxtp: 32 / 960.9
a21oi: 27 / 146.4
xor2: 22 / 192.7
o21a: 3 / 23.77
dfrtp: 90 / 2252
nor2b: 6 / 37.54
a211oi: 3 / 22.52
-- metal layers --
metal  part of all wire  vias to the layer above
li1                   -                     2891
met1               0.46                     2969
met2               0.45                      208
met3              0.072                       13
met4              0.010                        0
met5                  0                        -
-- path summary, 6_finish.rpt --
check                                                      endpoint  slack [ns]
worst max-delay path                  active_channel[0]$_DFFE_PN0P_        4.32
worst min-delay path               mm_mapped.mm_rdata[30]$_DFFE_PP_        0.51
worst max register to register        active_channel[0]$_DFFE_PN0P_        5.86
worst min register to register     mm_mapped.mm_rdata[30]$_DFFE_PP_        0.51
max in group asynchronous       mm_mapped.mm_reg[0][29]$_DFFE_PN0P_        8.36
min in group asynchronous       mm_mapped.mm_reg[0][16]$_DFFE_PN0P_        1.91
-- stage by stage --
stage | hold slack (ns) | instances | total power [mW]
6_report | 0.5054 | 1124 | 1.326
3_3_place_gp | 0.4676 | 1092 | 0.7503
5_1_grt | 0.5208 | 1124 | 1.387
3_5_place_dp | 0.4593 | 1092 | 0.7507
4_1_cts | 0.4940 | 1124 | 1.339
2_1_floorplan | 0.3683 | 740 | 0.6563
-- where the power goes --
group | internal [mW] | total (mW) | leakage [nW] | switching (mW)
clock network | 0.368 | 0.581 | 0.292 | 0.213
registers | 0.487 | 0.513 | 1.51 | 0.0257
logic | 0.121 | 0.233 | 2.51 | 0.112
total | 0.976 | 1.33 | 4.31 | 0.350
-- worst max-delay path: stages --
cell and delay, ns:
clkdlybuf4s50_1 0.54, mux4_2 0.55, ha_1 0.34, nand2_1 0.05, o21ai_0 0.29, nand2b_1 0.16, a2bb2oi_1 0.23, a32o_1 0.40
buf_4 0.34, mux2_2 0.37, nor2_1 0.09, a21oi_1 0.05, ha_1 0.30, nor2b_1 0.12, o21ai_0 0.08, nand2b_1 0.07
a21oi_1 0.06, o21ai_0 0.14, o31ai_1 0.09, a211o_1 0.32, a311oi_1 0.33, a311oi_2 0.08
-- cell usage in the layout (no fill, tap or decap), drive strengths merged, types with 14 or more instances in the layout --
cell type / instances
nor2: 49
nand2: 89
dfrtp: 90
xnor2: 33
xor2: 22
ha: 47
mux2: 45
mux2i: 27
mux4: 36
a21oi: 27
inv: 34
clkdlybuf4s50: 113
clkbuf: 17
nand4: 15
buf: 14
edfxtp: 32
o21ai: 33
nand3b: 26
-- cell type report --
cell class	instances	area, sq um
clock buffers	17	425.4
clock inverters	15	193.9
fillers	1701	9468
inverters	32	120.1
multi-input cells	538	4437
flip-flops and latches	130	3378
well taps	265	331.6
repair buffers	127	1236
-- logic make-up (layout without fill, tap and decap cells) --
family	Yosys count	after routing	share of synthesized area
AOI/OAI and AO/OA	98	98	0.07846
xor gates and xnor gates	55	55	0.05970
adders and majority gates	47	47	0.07288
buffers and inverters	72	191	0.03458
DFF	126	126	0.4112
latches	4	4	0.007443
muxes	108	108	0.1972
and+or+nand+nor	230	230	0.1385
Power figures rest on the tool's default switching activity, not on a simulated workload.
