==> /design/flow/design.v <==
module sync_recovery(
    input clk, rst,
    input [7:0] byte_in,
    input byte_valid,
    output reg sync,
    output reg valid,
    output reg [7:0] byte_out
);
    localparam IDLE = 0, CONTAGEM = 1, VERIFICACAO = 2, SYNC_FOUND = 3;
    localparam SYNC_BYTE = 8'h47, MAX_REPS = 8'd125;
    reg [1:0] state;
    reg [7:0] count_bytes;
    reg [7:0] count_reps;
    reg flag;
    always@(posedge clk or negedge rst) begin
        if (!rst) begin
            state = IDLE;
            valid <= 1'b0;
            byte_out <= 1'b0;
            sync = 1'b0;
            flag <= 1'b0;
        end else if (byte_valid) begin
            valid <= byte_valid;
            byte_out <= byte_in;
            case (state)
                IDLE: begin
                    flag <= 1'b0;
                    count_bytes <= 1'b1;
                    count_reps <= 8'd0;
                    if (byte_in == SYNC_BYTE) begin
                        state <= CONTAGEM;
                    end 
                end 
                CONTAGEM: begin
                    sync <= 1'b0;
                    count_bytes <= count_bytes + 1'b1;
                    if (count_bytes == 8'd187) begin
                        state <= VERIFICACAO;
                    end
                end
                VERIFICACAO: begin
                    if (byte_in == SYNC_BYTE) begin
                        count_bytes <= 8'd1;
                        count_reps <= count_reps + 1'b1;
                        if (flag) sync <= 1'b1;
                        if (count_reps < MAX_REPS) state <= CONTAGEM;
                        if (count_reps >= MAX_REPS) begin
                            if (!flag) state <= SYNC_FOUND;
                            if (flag) state <= CONTAGEM;
                        end 
                    end else begin
                        count_reps <= 1'b0;
                        state <= IDLE;
                    end
                end
                SYNC_FOUND: begin
                    count_reps <= 4'd0;
                    count_bytes <= 8'd2;
                    flag <= 1'b1;
                    state <= CONTAGEM;
                end
                default: state <= IDLE;
            endcase
        end else begin 
            valid <= 1'b0;
            sync <= 1'b0;
        end
    end
endmodule
module top_sync_recovery (
    input  clk, rst,
    input  [7:0] byte_in1,
    input  [7:0] byte_in2,
    input  [7:0] byte_in3,
    input  [7:0] byte_in4,
    input  valid_in1,
    input  valid_in2,
    input  valid_in3,
    input  valid_in4,
    output sync1,
    output sync2,
    output sync3,
    output sync4,
    output valid_out1,
    output valid_out2,
    output valid_out3,
    output valid_out4,
    output [7:0] byte_out1,
    output [7:0] byte_out2,
    output [7:0] byte_out3,
    output [7:0] byte_out4
);
    sync_recovery  sync_recovery_inst1 (
        .clk(clk),
        .rst(rst),
        .byte_in(byte_in1),
        .byte_valid(valid_in1),
        .sync(sync1),
        .valid(valid_out1),
        .byte_out(byte_out1)
    );
    sync_recovery  sync_recovery_inst2 (
        .clk(clk),
        .rst(rst),
        .byte_in(byte_in2),
        .byte_valid(valid_in2),
        .sync(sync2),
        .valid(valid_out2),
        .byte_out(byte_out2)
    );
    sync_recovery  sync_recovery_inst3 (
        .clk(clk),
        .rst(rst),
        .byte_in(byte_in3),
        .byte_valid(valid_in3),
        .sync(sync3),
        .valid(valid_out3),
        .byte_out(byte_out3)
    );
    sync_recovery  sync_recovery_inst4 (
        .clk(clk),
        .rst(rst),
        .byte_in(byte_in4),
        .byte_valid(valid_in4),
        .sync(sync4),
        .valid(valid_out4),
        .byte_out(byte_out4)
    );
endmodule
==> /design/flow/run.sh <==
#!/bin/bash
# OpenROAD 26Q1-2900-gdf79404cd8, Yosys 0.63+post, stock flow scripts
make -C /OpenROAD-flow-scripts/flow DESIGN_CONFIG=/design/flow/config.mk WORK_HOME=/design/flow/orfs finish
==> /design/flow/config.mk <==
export PLATFORM = sky130hd
export DESIGN_NAME = top_sync_recovery
export DESIGN_NICKNAME = top_sync_recovery
export VERILOG_FILES = /design/flow/design.v
export SDC_FILE = /design/flow/constraint.sdc
export NUM_CORES = 4
export LEC_CHECK = 1
export CORE_UTILIZATION = 30
==> /design/flow/constraint.sdc <==
current_design top_sync_recovery

set clk_period 2.8
set clk_io_pct 0.2

create_clock -name clk0 -period $clk_period [get_ports {clk}]

set non_clock_inputs [all_inputs -no_clocks]
set_input_delay [expr $clk_period * $clk_io_pct] -clock clk0 $non_clock_inputs
set_output_delay [expr $clk_period * $clk_io_pct] -clock clk0 [all_outputs]
==> commit_impl_results.txt <==
Refresh implementation metrics

- Top cells by area in the synthesized netlist: sky130_fd_sc_hd__edfxtp_1 32%, sky130_fd_sc_hd__dfrtp_1 23%, sky130_fd_sc_hd__mux2_2 6.0%, sky130_fd_sc_hd__xor2_1 3.7%, sky130_fd_sc_hd__ha_1 3.3%
* Final-layout worst hold slack: 0.02668 ns
- Count of warnings emitted by yosys: 1
- Total number of warnings across the stage logs: 33
* Number of buffers added on ports: 77
- The first TritonRoute pass finished after 5 iterations.
- Final hold vios: 0
* Total via count after detailed routing: 4046
- Initial drt markers: 172
- Area taken by flip-flops and latches: 0.003428 mm²
- Site row count: 51
- DIE AREA: 0.02056 mm²
* Outcome: finished clean
- Counting the fill cells in the layout gives 1830.
* Total setup violations reported at the end of the flow: 0
- Sorting the Yosys area breakdown by cell type puts at the top sky130_fd_sc_hd__edfxtp_1.
* I/O pin count: 78
- Nets still carrying antenna violations after routing amount to 0.
- Mean post-synth cell area: 11.78 µm²
- The script logs the mean routed wire length per placed instance as 12.63 µm.
- The tree is rooted in a sky130_fd_sc_hd__clkbuf_16.
- The highest supply drop recorded on VDD is 409.4 µV.
- Final setup TNS: 0 ns
- Unique cell type count in the Yosys netlist: 41
- Worst-case clock skew: 0.006716 ns
- Most instantiated flip-flop cell in the synthesis netlist: sky130_fd_sc_hd__edfxtp_1
* Wire length of the first global-routing pass: 19.13 mm
* Maximum count of clock buffers along a single path: 2
- After clock tree synthesis, the clock-pin slew on the worst setup and hold paths is 0.05 ns.
- Final critical path time including I/O delays and setup: 1.932 ns
- Die Y-Extent: 143.4 µm
- Standard cell core area: 0.01953 mm²
* Synthesis-to-layout area growth: 28.77%
* TritonCTS clock tree: yes
- Final Max Tran Viols: 0
- Post-CTS repair changed the size of 0 cells.
- Floorplan die width: 143.4 µm
- The type recorded for the worst min-delay path is input pin to async pin.
- Total power of the final layout: 4.768 mW
- Pwr/cell area: 617.4 mW/mm²
* Total area of multi-input combinational cells: 0.002384 mm²
- Final WL: 11.13 mm
- Diode count: 0
- Remaining Overflow, GRT: 0
* DP Wirelength: 7.896 mm
- The worst setup path is captured at a flop.
- Per Yosys stat, the portion of area used by sequential elements is 0.5717.
* Routability-driven placement congestion ratio: 0.8280
- Across every metal layer, demand over resource in global routing totals 0.1192.
- The number of setup buffers added after CTS is 0.
- Synthesis produced a netlist whose cell count is 509.
* Number of antenna violations at the first check in global routing: 0
* Vias in the first global route: 4080
- Counting flops and latches in the post-synthesis netlist gives 124.
- Per the synth stats, the proportion of register bits with asynchronous set or reset is 0.4839.
* Arrival time reported for the critical path endpoint: 2.19 ns
* Final Non-Filler Cells: 881
- For the pin with the worst max-slew slack, the measured transition is 0.6862 ns.
* Max transition margin: 0.5408
* Highest attainable clock frequency: 517.5 MHz
* Clock latency on the worst-skew pair: 0.41 ns
- Setup repair after global routing missed its margin: no
- Clock sink total: 124
- Startpoint class of the critical path: input pin
- Startpoint-to-endpoint class of the critical path: input pin to flop
- Placed cell count: 849
- In this run the cell area of the synthesized design comes to 0.005997 mm².
* Required time at the worst-slack endpoint: 3.06 ns
- Yosys-reported design area after synthesis: 0.005997 mm²
- In the final layout, the share of cells above drive strength 1 is 0.1477.
- Starting density of the core: 0.3071
- Number of design rule violations left after detail routing: 0
* Level count of the clock H-tree: 4
- Summed over all cells, the static leakage comes to 2.918 nW.
- Number of synthesized flops with an enable pin: 64
- The number of maximum-capacitance violations recorded for the run is 0.
* Hold buffer count at CTS: 0
- The area fraction of the largest cell type after synthesis is 0.3205.
- Per the detail_route report, vias per standard cell equal 4.593.
- Pin count of the biggest net entering global routing: 23
- Period Utilization, post-route: 0.6902
- In this run the worst path has a maximum fanout of 8.
* Count of instantiated cells in the yosys netlist: 509
- Number of buffers created by CTS: 17
-- critical path: stages --
cell and delay [ns]:
sky130_fd_sc_hd__clkdlybuf4s50_1 0.44, sky130_fd_sc_hd__nor4b_2 0.35, sky130_fd_sc_hd__nand4_1 0.20, sky130_fd_sc_hd__or3_1 0.49, sky130_fd_sc_hd__nor2_1 0.15
-- worst paths after layout --
check                                                            start                                               to  slack [ns]  depth (start not counted)
hold / removal                                                     rst      sync_recovery_inst1.byte_out[0]$_DFFE_PN0P_        0.03                          1
setup reg to reg                sync_recovery_inst1.state[0]$_DFF_PN1_  sync_recovery_inst1.count_reps[7]$_SDFFCE_PP0P_        1.27                          2
hold reg to reg            sync_recovery_inst2.byte_out[4]$_DFFE_PN0P_      sync_recovery_inst2.byte_out[4]$_DFFE_PN0P_        0.51                          1
setup / recovery                                           byte_in2[5]  sync_recovery_inst2.count_reps[1]$_SDFFCE_PP0P_        0.87                          5
min in group clk0          sync_recovery_inst2.byte_out[4]$_DFFE_PN0P_      sync_recovery_inst2.byte_out[4]$_DFFE_PN0P_        0.51                          1
max in group asynchronous                                          rst           sync_recovery_inst3.state[0]$_DFF_PN1_        2.13                          2
-- cells by family (layout without fill, tap and decap cells) --
kind of cell,Yosys count,count (layout),synth area share
flops,124,124,0.5717
compound gates,52,52,0.05529
fa+ha+maj,16,16,0.03338
xor+xnor,46,46,0.06718
buf+inv,41,148,0.03088
simple gates,194,194,0.1748
mux,36,36,0.06677
-- Yosys cell counts (3+ instances only) --
cell type / n
sky130_fd_sc_hd__nand2_1: 39
sky130_fd_sc_hd__mux2i_1: 4
sky130_fd_sc_hd__edfxtp_1: 64
sky130_fd_sc_hd__ha_1: 16
sky130_fd_sc_hd__clkbuf_1: 10
sky130_fd_sc_hd__xnor2_1: 21
sky130_fd_sc_hd__xor2_1: 25
sky130_fd_sc_hd__dfrtp_1: 56
sky130_fd_sc_hd__mux2_2: 32
sky130_fd_sc_hd__inv_1: 26
sky130_fd_sc_hd__o21ai_0: 12
sky130_fd_sc_hd__nor4_1: 4
sky130_fd_sc_hd__and4_2: 4
sky130_fd_sc_hd__nand4_1: 11
sky130_fd_sc_hd__o32ai_1: 4
sky130_fd_sc_hd__a32oi_1: 4
sky130_fd_sc_hd__nand2b_1: 4
sky130_fd_sc_hd__nor4b_2: 4
sky130_fd_sc_hd__nand3_1: 27
sky130_fd_sc_hd__and2_1: 19
sky130_fd_sc_hd__buf_6: 4
sky130_fd_sc_hd__or3_1: 6
sky130_fd_sc_hd__nand3b_1: 3
sky130_fd_sc_hd__a211oi_1: 4
sky130_fd_sc_hd__and3_1: 8
sky130_fd_sc_hd__nor3_1: 7
sky130_fd_sc_hd__and4_1: 5
sky130_fd_sc_hd__nor2b_1: 4
sky130_fd_sc_hd__a22o_1: 4
sky130_fd_sc_hd__dfstp_2: 4
sky130_fd_sc_hd__and2b_2: 4
sky130_fd_sc_hd__a21oi_1: 18
sky130_fd_sc_hd__nor2_1: 43
-- layer usage --
layer | up-vias | part of all wire | GRT usage
met5 | - | 0 | 0
met4 | 0 | 0.012 | 0.01512
met3 | 10 | 0.073 | 0.04377
met2 | 100 | 0.44 | 0.1788
met1 | 1925 | 0.47 | 0.1754
li1 | 2011 | - | -
-- power by group --
group / internal (mW) / total (mW) / switching, mW
Sequential: 2.03 / 2.11 / 0.0795
Combinational: 0.247 / 0.393 / 0.146
Clock: 1.51 / 2.27 / 0.756
Total: 3.79 / 4.77 / 0.981
-- layout by cell type (no fill, tap or decap), drive strengths merged, types with 2 or more instances in the layout --
cell type,n
clkdlybuf4s50,76
o21ai,12
nor4b,4
clkinvlp,2
inv,26
dfstp,4
nor3,7
nand3b,3
edfxtp,64
clkinv,5
and4,9
ha,16
bufinv,4
o32ai,4
a21oi,18
and2b,4
mux2,32
nand4,11
a211oi,4
a32oi,4
dfrtp,56
a22o,4
xor2,25
mux2i,4
nand2b,4
nor2b,4
nand3,27
and2,19
xnor2,21
buf,14
nor2,43
a22oi,2
nor4,4
nand2,39
and3,8
clkbuf,21
or3,6
-- flip-flops by register name, indices dropped and copies added (netlist names), 4 cells and up --
register                         cells
sync_recovery_inst1.byte_out         8
sync_recovery_inst1.count_bytes      8
sync_recovery_inst1.count_reps       8
sync_recovery_inst2.byte_out         8
sync_recovery_inst2.count_bytes      8
sync_recovery_inst2.count_reps       8
sync_recovery_inst3.byte_out         8
sync_recovery_inst3.count_bytes      8
sync_recovery_inst3.count_reps       8
sync_recovery_inst4.byte_out         8
sync_recovery_inst4.count_bytes      8
sync_recovery_inst4.count_reps       8
sync_recovery_inst1.state            4
sync_recovery_inst2.state            4
sync_recovery_inst3.state            4
sync_recovery_inst4.state            4
-- layout make-up --
cell class | count | area share
sequential | 124 | 0.4439
multi-input combinational | 344 | 0.3087
timing repair buffer | 90 | 0.1118
clock buffer | 21 | 0.05833
tap | 265 | 0.04294
clock inverter | 11 | 0.02171
inverter | 26 | 0.01264
-- stage by stage --
| step | worst slack [ns] | cell area (µm²) | utilization |
|---|---|---|---|
| 2_1_floorplan | 0.5635 | 5997 | - |
| 3_3_place_gp | 0.4539 | 7104 | 0.3638 |
| 6_report | 0.8676 | 7722 | 0.3955 |
| 3_5_place_dp | 0.4429 | 7104 | 0.3638 |
| 4_1_cts | 0.8828 | 7722 | 0.3955 |
| 5_1_grt | 0.7631 | 7722 | 0.3955 |
No activity file was given, so power comes from the tool's default toggle rates.
